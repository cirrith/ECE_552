[./design.v]
module Bit4_CLA (A, B, Ci, S, P, G);
input [3:0] A;
input [3:0] B;
input Ci;
output [3:0] S;
output P;
output G;
wire [3:0] prop;
wire [3:0] gen;
wire C1;
wire C2;
wire C3;
assign C1 = gen[0] | prop[0]&Ci;
assign C2 = gen[1] | prop[1]&gen[0] | prop[1]&prop[0]&Ci; 
assign C3 = gen[2] | prop[2]&gen[1] | prop[2]&prop[1]&gen[0] | prop[2]&prop[1]&prop[0]&Ci;
CLA_FA FA_mod0(.A(A[0]), .B(B[0]), .Ci(Ci), .S(S[0]), .P(prop[0]), .G(gen[0]));
CLA_FA FA_mod1(.A(A[1]), .B(B[1]), .Ci(C1),  .S(S[1]), .P(prop[1]), .G(gen[1]));
CLA_FA FA_mod2(.A(A[2]), .B(B[2]), .Ci(C2),  .S(S[2]), .P(prop[2]), .G(gen[2]));
CLA_FA FA_mod3(.A(A[3]), .B(B[3]), .Ci(C3),  .S(S[3]), .P(prop[3]), .G(gen[3]));
assign P = &prop;
assign G = gen[3] | prop[3]&gen[2] | prop[3]&prop[2]&gen[1] | prop[3]&prop[2]&prop[1]&gen[0];
endmodule 
module CLA(A, B, Ci, S, Cout);
input [15:0] A,B;
input Ci;
output [15:0] S;
output Cout;
wire g0, g1, g2, g3, p0, p1, p2, p3;
assign c1 = (Ci & p0) | g0;
assign c2 = (c1 & p1) | g1;
assign c3 = (c2 & p2) | g2;
assign Cout = (c3 & p3) | g3;
Bit4_CLA claMod1(.A(A[3:0]), .B(B[3:0]), .Ci(Ci), .S(S[3:0]), .G(g0), .P(p0));
Bit4_CLA claMod2(.A(A[7:4]), .B(B[7:4]), .Ci(c1), .S(S[7:4]), .G(g1), .P(p1));
Bit4_CLA claMod3(.A(A[11:8]), .B(B[11:8]), .Ci(c2), .S(S[11:8]), .G(g2), .P(p2));
Bit4_CLA claMod4(.A(A[15:12]), .B(B[15:12]), .Ci(c3), .S(S[15:12]), .G(g3), .P(p3));
endmodule
module CLA_FA (A, B, Ci, S, P, G);
input A;
input B;
input Ci;
output P;
output G;
output S;
xor Prop (P, A, B);
and Gen (G, A, B);
xor Sum (S, A, B, Ci);
endmodule
module PC_Logic (PC_Code, Comp_Code, Curr_PC, EQ, LT, Rs, Im8, Dis, PC2, Nxt_PC);
input [15:0] Curr_PC;
input [15:0] Im8;
input [15:0] Dis;
input [15:0] Rs;
input [2:0] PC_Code;
input [1:0] Comp_Code;
input EQ;
input LT;
output [15:0] PC2;
output [15:0] Nxt_PC;
reg [15:0] A_in;
reg [15:0] B_in;
reg branch;
wire [15:0] result;
reg [15:0] case_out;
CLA adder(.A(A_in), .B(B_in), .Ci(1'b0), .S(result), .Cout());
PC_inc pc2(.Curr_PC(Curr_PC), .Inc_PC(PC2));
assign Nxt_PC = case_out;
always @ (*) begin
	case(PC_Code)
		3'h0: begin
			case_out = PC2;
		end
		3'h1: begin
			case(Comp_Code)  
				2'b00: begin  
					branch = EQ ? 1'b1 : 1'b0;
				end
				2'b01: begin  
					branch = ~EQ ? 1'b1 : 1'b0;
				end
				2'b10: begin  
					branch = LT ? 1'b1 : 1'b0;
				end
				2'b11: begin  
					branch = ~LT ? 1'b1 : 1'b0;
				end
			endcase
			A_in = PC2;
			B_in = branch ? Im8 : 16'h0000;  
			case_out = result;
		end
		3'h2: begin
			A_in = Rs;
			B_in = Im8;
			case_out = result;
		end
		3'h3: begin
			A_in = PC2;
			B_in = Dis;
			case_out = result;
		end
		3'h4: begin
		end
		default: begin
		end
	endcase
end
endmodule
module PC_inc (Curr_PC, Inc_PC);
	input [15:0] Curr_PC;
	output [15:0] Inc_PC;
	CLA Adder(.A(Curr_PC), .B(16'h0002), .Ci(1'b0), .S(Inc_PC), .Cout());
endmodule
[./run.sh]
#!/bin/bash
# OpenROAD 26Q1-2900-gdf79404cd8, Yosys 0.63+post, stock flow scripts
make -C /OpenROAD-flow-scripts/flow DESIGN_CONFIG=/design/flow/config.mk WORK_HOME=/design/flow/orfs finish
[./config.mk]
export PLATFORM = sky130hd
export DESIGN_NAME = PC_Logic
export DESIGN_NICKNAME = PC_Logic
export VERILOG_FILES = /design/flow/design.v
export SDC_FILE = /design/flow/constraint.sdc
export NUM_CORES = 4
export LEC_CHECK = 1
export CORE_UTILIZATION = 50
[./constraint.sdc]
current_design PC_Logic

set clk_period 3.5
set clk_io_pct 0.2

create_clock -name clk0 -period $clk_period

set non_clock_inputs [all_inputs -no_clocks]
set_input_delay [expr $clk_period * $clk_io_pct] -clock clk0 $non_clock_inputs
set_output_delay [expr $clk_period * $clk_io_pct] -clock clk0 [all_outputs]
==> results.toml <==
# flow metrics
[status]
status = "complete, no violations"

[grt]
grt_start_max_net_pins = 28
first_global_vias = 1856
grt_antenna_before_repair = 0
grt_overflow_total = 0
grt_pass1_wl_mm = 8.19
grt_use_total_pct = 21.3

[final_timing]
unclocked_regs = 48
finalSetupTns_ns = 0
slew_headroom_pct = 57.1
clock.fmax_ghz = 0.301
timing.final.crit_share_pct = 95.1
slew_violations = 0
unconstrained_endpoints = 64
setup_violations = 0
worstMarginPinSlew_ns = 0.642
hold_slack_ns = 2.26
fin_crit_ns = 3.33
rsz0062_at_grt = "false"
hold_viol_final = 0

[final_layout]
final_layout_size_suffix_gt1_share_pct = 8.16
syn_to_final_growth_pct = 44.2
layout.cells.non_filler = 395
fill_cells = 332
fin_util_pct = 75.2

[place]
place_inst = 395
place_congestion = 0.868
portBuffers = 103
hpwlAfterDp_mm = 4.07

[worst_setup_path]
worstPathArrival_ns = 2.63
cp_num_buf_inv = 3
path_common_cell = "clkdlybuf4s50_1"
critPathLaunchType = "input pin"
crit_type = "in2out"
critPathMaxStageDelay_ns = 0.50
crit_family = "buffers and inverters"
slowest_stage = "clkdlybuf4s50_1"
end_kind = "primary output"
path_cells = "clkdlybuf4s50_1, nand3_2, nor3_4, and3_1, nand2_1, xor2_1, inv_1, clkdlybuf4s50_1"
crit_fanout = 4
worstPathRequired_ns = 2.80

[yosys]
edf_count = 0
top_area_share_pct = 31.7
syn_area_um2 = 2270
top_cell = "dlxtn_1"
ys_top_cells_by_count = "dlxtn_1 (48), ha_1 (19), a21oi_1 (17)"
synth-async-reset-ratio_pct = 0
synth_area_per_cell_um2 = 8.87
synth.distinct_cells = 42
yosysChipArea_um2 = 2270
ys.flop_type = "dlxtn_1"
yosys_cells = 256
syn-instance-count = 256
area_leaders = "dlxtn_1 (32%), ha_1 (10%), mux2_2 (6.4%), a22o_1 (6.2%), buf_4 (5.3%)"
synth_warnings = 4
yosys.area.top_type = "dlxtn_1"
numSynthFlops = 48

[clock_network]
post_cts_buffers = 0
hold_buffers = 0
post_cts_resized = 0

[power]
leakagePower_nw = 1.54
pwr-share-comb_pct = 81.2
p_seq_share_pct = 18.8
p_sw_share_pct = 35.5
p_per_area_nw_per_um2 = 132
clkPwrFrac_pct = 0
ir_drop_mv = 0.0780
total_power_uw = 433
switchingPower_uw = 154
power.internal_uw = 279

[flow_run]
tool_warnings = 33
max_cap_viol_count = 0

[drt]
ant_nets = 0
drtIter0Drc = 48
first_pass_iters = 4
n_antenna_cell = 0
drc = 0
viasPerCell = 5.14
vias = 2029
wl_per_cell_um = 12.5
finalWirelength_mm = 4.95

[die]
die_h_um = 69.4
coreArea_um2 = 4350
boundaryPins = 103
dieArea_um2 = 4820
dieWidth_um = 69.4
fp_util_pct = 52.2
rows = 24

[hold_path]
hold_path_class = "in2out"
[final cells by class]
type	count	area, um2	area share (%)
multi-input cells	169	1340	40.9
repair buffers	112	1100	33.5
flip-flops and latches	48	721	22.0
well taps	52	65.1	1.99
inverters	14	52.6	1.60
[flip-flops by register name (all words and copies together), names as in the netlist]
| signal | flops |
|---|---|
| A_in | 16 |
| case_out | 16 |
| B_in | 16 |
[routing by layer]
| metal | vias to the layer above | wire length, um | part of all wire (%) | GRT usage (%) |
|---|---|---|---|---|
| met2 | 72 | 2150 | 43 | 34.5 |
| met3 | 0 | 358 | 7.2 | 2.51 |
| met5 | - | 0 | 0 | 0 |
| li1 | 1053 | - | - | - |
| met4 | 0 | 0 | 0 | 0 |
| met1 | 904 | 2450 | 49 | 33.6 |
[placed cells by master, fill, tap and decap left out, drive strengths merged, types with 2 or more instances in the layout]
| cell type | instances |
|---|---|
| mux2 | 13 |
| nor2 | 16 |
| and3 | 2 |
| fa | 4 |
| xnor2 | 6 |
| clkdlybuf4s50 | 103 |
| xor2 | 14 |
| a21o | 6 |
| nor4 | 2 |
| dlxtn | 48 |
| mux2i | 2 |
| inv | 14 |
| a22o | 16 |
| or3 | 2 |
| a31oi | 3 |
| nand3 | 3 |
| buf | 9 |
| nor3 | 2 |
| nand2 | 16 |
| nand4 | 3 |
| ha | 19 |
| a21oi | 19 |
| o21ai | 9 |
| o21a | 2 |
[logic make-up after synthesis]
logic type	after synthesis	share of synthesized area (%)
compound gates	61	18.8
buf+inv	39	9.31
fa+ha+maj	23	14.0
mux	15	7.33
latches	48	31.7
simple gates	50	10.7
xor+xnor	20	8.04
[stage by stage]
step	setup WS, ns	cell area, um2
6_report	0.173	3280
4_1_cts	0.156	3280
3_5_place_dp	0.156	3280
3_3_place_gp	0.150	3280
5_1_grt	0.0377	3280
2_1_floorplan	1.11	2270
[path summary, 6_finish.rpt]
kind | start | to | slack (ns) | cells after the start
worst max-delay path | Curr_PC[3] | PC2[11] | 0.17 | 8
worst min-delay path | Curr_PC[0] | PC2[0] | 2.26 | 2
[power by group through the flow]
stage	Clock (mW)	Combinational, mW	Sequential, mW
finish	0	0.351	0.0815
global route	0	0.389	0.0852
CTS	0	0.355	0.0818
No activity file was given, so power comes from the tool's default toggle rates.
