**config.mk**
```make
export PLATFORM = sky130hd
export DESIGN_NAME = seqdec_42
export DESIGN_NICKNAME = seqdec_42
export VERILOG_FILES = /design/flow/design.v
export SDC_FILE = /design/flow/constraint.sdc
export NUM_CORES = 4
export LEC_CHECK = 1
export CORE_AREA = 10 10 70 70
export DIE_AREA = 0 0 80 80
```
**constraint.sdc**
```tcl
current_design seqdec_42

set clk_period 1.5
set clk_io_pct 0.2

create_clock -name clk0 -period $clk_period [get_ports {Clk}]

set non_clock_inputs [all_inputs -no_clocks]
set_input_delay [expr $clk_period * $clk_io_pct] -clock clk0 $non_clock_inputs
set_output_delay [expr $clk_period * $clk_io_pct] -clock clk0 [all_outputs]
```
**design.v**
```verilog
module seqdec_42(InA, Clk, Reset, Out);
input InA;
input Clk;
input Reset;
output Out;
wire q1, q2, q3, q4, q5, q6, q7, q8, q9;
wire d1, d2, d3, d4, d5, d6, d7, d8, d9;
assign d1 = ((InA&&q1) || (InA&&q3) || (InA&&q8) || Reset);
assign d2 = ((!InA&&q1) || (!InA&&q2) || (!InA&&q7));
assign d3 = ((InA&&q2) || (InA&&q9) || (InA&&q6) || (InA&&q5) || (InA&&q4));
assign d4 = (!InA&&q3);
assign d5 = ((!InA&&q4) || (!InA&&q9));
assign d6 = (!InA&&q5);
assign d7 = (!InA&&q6);
assign d8 = (InA&&q7);
assign d9 = (!InA&&q8);
assign Out = q9;
dff St1 (.q(q1), .d(d1), .clk(Clk), .rst(0));
dff St2 (.q(q2), .d(d2), .clk(Clk), .rst(Reset));
dff St3 (.q(q3), .d(d3), .clk(Clk), .rst(Reset));
dff St4 (.q(q4), .d(d4), .clk(Clk), .rst(Reset));
dff St5 (.q(q5), .d(d5), .clk(Clk), .rst(Reset));
dff St6 (.q(q6), .d(d6), .clk(Clk), .rst(Reset));
dff St7 (.q(q7), .d(d7), .clk(Clk), .rst(Reset));
dff St8 (.q(q8), .d(d8), .clk(Clk), .rst(Reset));
dff St9 (.q(q9), .d(d9), .clk(Clk), .rst(Reset));
endmodule
module dff (q, d, clk, rst);
    output         q;
    input          d;
    input          clk;
    input          rst;
    reg            state;
    assign #(1) q = state;
    always @(posedge clk) begin
      state = rst? 0 : d;
    end
endmodule
```
**run.sh**
```bash
#!/bin/bash
# OpenROAD 26Q1-2900-gdf79404cd8, Yosys 0.63+post, stock flow scripts
make -C /OpenROAD-flow-scripts/flow DESIGN_CONFIG=/design/flow/config.mk WORK_HOME=/design/flow/orfs finish
```
==> impl_metrics.py <==
# Flow results
metrics = {
    "cts": {
        "clock_pin_slew_on_the_worst_setup_and_hold_paths_ps": 60,
        "insertion_delay_to_the_later_sink_of_the_worst_skew_pair_ps": 250,
        "inserted_clock_buffers": 3,
        "clock_path_buffers": 2,
        "cts_root_buf": "clkbuf_4",
        "cts_max_level": 1,
        "cts_tree": "built",
        "numClockSinks": 9,
        "cts_resized": 0,
        "post_cts_hold_buffer_count": 0,
        "cts_setup_buffers": 0,
    },
    "route": {
        "totalWireLength_um": 484,
        "route.antenna.remaining_nets": 0,
        "vias": 193,
        "detailedRoute.firstPassIterationCount": 2,
        "wl_per_cell_um": 6.286,
        "detail_route.drc_violations": 0,
        "first_iter_violations": 11,
        "antenna_diode_count": 0,
        "routed_via_density": 2.506,
    },
    "worst_setup_path": {
        "critPathRequiredTime_ps": 1200,
        "worst-path-max-fanout": 2,
        "startpoint_type": "flip-flop",
        "cp_num_buf_inv": 1,
        "crit_path_cell_trace": "clkdlybuf4s50_1",
        "cpLargestDelayFamily": "buffers and inverters",
        "timing_worst_setup_path_type": "reg -> out",
        "end_kind": "output port",
        "cpMaxStageDelayCell": "clkdlybuf4s50_1",
        "critical_path_arrival_ps": 1040,
        "critical_path.max_stage_delay_ps": 460,
    },
    "yosys": {
        "synth.cell_area_um2": 267.8,
        "yosysTopAreaCell": "dfxtp_1",
        "avgSynthCellArea_um2": 11.16,
        "yosys.area_share.xor_xnor_pct": 0,
        "yosys-top-cells-count": "dfxtp_1 (9), and2_1 (4), nand2b_1 (2), nor2_1 (2), nor3_1 (2)",
        "synth-warning-count": 2,
        "post_synth_inst_count": 24,
        "count_of_unique_library_cells_instantiated_by_yosys": 10,
        "yosys_register_bits": 9,
        "synthAoiAreaFrac_pct": 8.411,
        "ys_seq_share_pct": 67.29,
        "most_common_cell_in_the_synthesized_netlist": "dfxtp_1",
        "top_cells_by_area": "dfxtp_1 (67%), and2_1 (9.3%), nand2b_1 (4.7%)",
        "post_synth_fa_ha_maj_area_fraction_pct": 0,
        "post_synth_main_logic_family": "simple AND/OR/NAND/NOR gates",
        "synth_top_flop_cell": "dfxtp_1",
        "synth.area.mux_share_pct": 0,
        "yosys.area.top_type_share_pct": 67.29,
        "synthArstFlopShare_pct": 0,
        "ys_sh_simple_pct": 22.90,
        "yosys_cells": 24,
        "enable_flop_cells": 0,
        "ys_chip_area_um2": 267.8,
    },
    "timing": {
        "min_period_over_period_pct": 89.01,
        "final_hold_violation_count": 0,
        "fin_worst_skew_ps": 1.403,
        "finalSetupTns_ps": 0,
        "max_freq_mhz": 749.0,
        "worst_margin_pin_slew_ps": 239.4,
        "min_period_ps": 1335,
        "timing.final.setup_violations": 0,
        "setup_repair_after_global_routing_missed_its_margin": "false",
        "max_slew_violations": 0,
        "max_slew_margin_pct": 83.90,
    },
    "grt": {
        "grt_first_pass_wirelength_um": 869,
        "grtUsageTotal_pct": 1.651,
        "grt_antenna_before_repair": 0,
        "first_global_vias": 194,
        "pin_count_of_the_biggest_net_entering_global_routing": 6,
        "overflow": 0,
    },
    "worst_hold_path": {
        "holdCritPathClass": "reg -> reg",
    },
    "power_and_ir_drop": {
        "p_leak_uw": 0.0001277,
        "power-per-cell-area_nw_per_um2": 1164,
        "pwr_total_uw": 444.2,
        "vdd.ir_drop.worst_mv": 0.1867,
    },
    "placement": {
        "gp_routability_congestion": 0.6898,
        "count_of_buffers_from_port_buffering": 3,
        "hpwlAfterDp_um": 348,
    },
    "run": {
        "tool_warnings": 25,
        "drv.max_cap_violation_count": 0,
    },
    "floorplan": {
        "rows": 21,
        "chipArea_um2": 6400,
        "floorplanUtilization_pct": 7.839,
        "floorplan.io_pins": 4,
        "core_um2": 3416,
        "die_height_um": 80,
        "fp.dieW_um": 80,
    },
    "final_layout": {
        "layout-area-overhead-vs-synth_pct": 42.52,
        "layout-drive-gt1-share_pct": 16.13,
    },
    "status": {
        "status": "finished, final reports clean",
    },
}
[per-stage QoR]
| step | cell area [um^2] | worst slack (ps) | utilization [%] | hold slack (ps) | instances |
|---|---|---|---|---|---|
| after floorplan | 267.8 | 774.5 | - | 376.8 | 24 |
| after global placement | 355.3 | 315.3 | 10.40 | 439.0 | 73 |
| after detailed placement | 355.3 | 310.6 | 10.40 | 427.7 | 73 |
| after CTS | 381.6 | 148.8 | 11.17 | 460.9 | 77 |
| after global routing | 381.6 | 117.6 | 11.17 | 477.3 | 77 |
| final | 381.6 | 164.8 | 11.17 | 461.9 | 77 |
[sequential cells by signal, indices dropped and copies added (netlist names)]
register / cells
St1.state: 1
St2.state: 1
St3.state: 1
St4.state: 1
St5.state: 1
St6.state: 1
St7.state: 1
St8.state: 1
St9.state: 1
[where the power goes]
group	total [uW]	internal (uW)	switching, uW
sequential	246	244	2.53
combinational	17.4	9.92	7.48
clock	180	102	78.3
total	444	356	88.4
[cells in the final DEF, fill, tap and decap left out]
cell type / synthesis / layout
a21oi_1: 1 / 1
and2_1: 4 / 4
clkbuf_1: 0 / 1
clkbuf_4: 0 / 3
clkdlybuf4s50_1: 0 / 3
dfxtp_1: 9 / 9
inv_1: 1 / 1
nand2b_1: 2 / 2
nor2_1: 2 / 2
nor2_2: 1 / 1
nor3_1: 2 / 2
o31a_2: 1 / 1
o31ai_1: 1 / 1
[path summary, 6_finish.rpt]
| path | start | to | slack (ps) | cells past startpoint |
|---|---|---|---|---|
| min reg2reg | St7.state$_SDFF_PP0_ | St8.state$_SDFF_PP0_ | 460 | 2 |
| min | St7.state$_SDFF_PP0_ | St8.state$_SDFF_PP0_ | 460 | 2 |
| max | St9.state$_SDFF_PP0_ | Out | 160 | 1 |
| max reg2reg | St1.state$_DFF_P_ | St1.state$_DFF_P_ | 730 | 2 |
[per-layer routing]
metal	share of wire (%)	vias up	track usage (%)
met4	1.0	0	0.5282
met3	9.7	2	0.9091
met2	47	7	2.568
met1	42	92	1.884
met5	0	-	0
li1	-	92	-
[cells by family after synthesis]
| family | Yosys count |
|---|---|
| flip-flops | 9 |
| buffers and inverters | 1 |
| AND-OR/OR-AND | 3 |
| AND/OR/NAND/NOR | 11 |
[area by class of cell]
type | count | area [um^2]
Fill cell | 401 | 3034
Timing Repair Buffer | 3 | 30.03
Tap cell | 46 | 57.56
Inverter | 1 | 3.754
Clock buffer | 4 | 26.28
Sequential cell | 9 | 180.2
Multi-Input combinational cell | 14 | 83.83
No activity file was given, so power comes from the tool's default toggle rates.
