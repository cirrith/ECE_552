File: design/flow/design.v
module dff (q, d, clk, rst);
    output         q;
    input          d;
    input          clk;
    input          rst;
    reg            state;
    assign #(1) q = state;
    always @(posedge clk) begin
      state = rst? 0 : d;
    end
endmodule
module Decode_Execute_Blade (clk, rst, Flush, Stall, ALU_B_Src_Dec, ALU_OP_Code_Dec, Immediate_Dec, Check_A_Dec, Check_B_Dec, Pass_Thr_Sel_Dec, PC2_Dec, Reg_1_Data_Dec, Reg_2_Data_Dec, Reg_1_Src_Dec, Reg_2_Src_Dec, Mem_Write_Dec, Mem_Read_Dec, createdump_Dec, Reg_Write_Dec, WB_Sel_Dec, Write_Reg_Dec, halt_Dec, ALU_B_Src_Exe, ALU_OP_Code_Exe, Immediate_Exe, Check_A_Exe, Check_B_Exe, Pass_Thr_Sel_Exe, PC2_Exe, Reg_1_Data_Exe, Reg_2_Data_Exe, Reg_1_Src_Exe, Reg_2_Src_Exe, Mem_Write_Exe, Mem_Read_Exe, createdump_Exe, Reg_Write_Exe, WB_Sel_Exe, Write_Reg_Exe, halt_Exe);
	input clk;
	input rst;
	input Flush;
	input Stall;
	input 			ALU_B_Src_Dec;
	input [3:0] 	ALU_OP_Code_Dec;
	input [15:0] 	Immediate_Dec;
	input			Check_A_Dec;
	input			Check_B_Dec;
	input 			Pass_Thr_Sel_Dec;
	input [15:0] 	PC2_Dec;
	input [15:0] 	Reg_1_Data_Dec;
	input [2:0] 	Reg_1_Src_Dec;
	input [2:0] 	Reg_2_Src_Dec;
	input 			Mem_Write_Dec;
	input 			Mem_Read_Dec;
	input [15:0] 	Reg_2_Data_Dec;
	input			createdump_Dec;
	input 			Reg_Write_Dec;
	input 			WB_Sel_Dec;
	input [2:0] 	Write_Reg_Dec;
	input 			halt_Dec;
	output 			ALU_B_Src_Exe;
	output [3:0]	ALU_OP_Code_Exe;
	output [15:0] 	Immediate_Exe;
	output			Check_A_Exe;
	output			Check_B_Exe;
	output 			Pass_Thr_Sel_Exe;
	output [15:0] 	PC2_Exe;
	output [15:0]	Reg_1_Data_Exe;
	output [2:0] 	Reg_1_Src_Exe;
	output [2:0] 	Reg_2_Src_Exe;
	output 			Mem_Write_Exe;
	output 			Mem_Read_Exe;
	output [15:0]	Reg_2_Data_Exe;
	output				createdump_Exe;
	output 			Reg_Write_Exe;
	output 			WB_Sel_Exe;
	output [2:0] 	Write_Reg_Exe;	
	output 			halt_Exe;
	dff_pipe alu_b_src 			(.clk(clk), .rst(rst), .Flush(Flush), .Stall(Stall), .d(ALU_B_Src_Dec), 	.q(ALU_B_Src_Exe));
	dff_pipe alu_op_code [3:0] 	(.clk(clk), .rst(rst), .Flush(Flush), .Stall(Stall), .d(ALU_OP_Code_Dec),	.q(ALU_OP_Code_Exe));
	dff_pipe immediate [15:0] 	(.clk(clk), .rst(rst), .Flush(Flush), .Stall(Stall), .d(Immediate_Dec),		.q(Immediate_Exe));
	dff_pipe check_a			(.clk(clk), .rst(rst), .Flush(Flush), .Stall(Stall), .d(Check_A_Dec), 		.q(Check_A_Exe));
	dff_pipe check_b			(.clk(clk), .rst(rst), .Flush(Flush), .Stall(Stall), .d(Check_B_Dec), 		.q(Check_B_Exe));
	dff_pipe pass_thr_sel 		(.clk(clk), .rst(rst), .Flush(Flush), .Stall(Stall), .d(Pass_Thr_Sel_Dec), 	.q(Pass_Thr_Sel_Exe));
	dff_pipe pc2 [15:0] 		(.clk(clk), .rst(rst), .Flush(Flush), .Stall(Stall), .d(PC2_Dec), 			.q(PC2_Exe));
	dff_pipe reg_1_data [15:0] 	(.clk(clk), .rst(rst), .Flush(Flush), .Stall(Stall), .d(Reg_1_Data_Dec),	.q(Reg_1_Data_Exe));
	dff_pipe reg_1_src [2:0] 	(.clk(clk), .rst(rst), .Flush(Flush), .Stall(Stall), .d(Reg_1_Src_Dec),		.q(Reg_1_Src_Exe));
	dff_pipe reg_2_src [2:0] 	(.clk(clk), .rst(rst), .Flush(Flush), .Stall(Stall), .d(Reg_2_Src_Dec),		.q(Reg_2_Src_Exe));
	dff_pipe mem_write 			(.clk(clk), .rst(rst), .Flush(Flush), .Stall(Stall), .d(Mem_Write_Dec), 	.q(Mem_Write_Exe));
	dff_pipe mem_read 			(.clk(clk), .rst(rst), .Flush(Flush), .Stall(Stall), .d(Mem_Read_Dec), 		.q(Mem_Read_Exe));
	dff_pipe reg_2_data [15:0] 	(.clk(clk), .rst(rst), .Flush(Flush), .Stall(Stall), .d(Reg_2_Data_Dec),	.q(Reg_2_Data_Exe));
	dff_pipe createdump		 	(.clk(clk), .rst(rst), .Flush(Flush), .Stall(Stall), .d(createdump_Dec),	.q(createdump_Exe));
	dff_pipe reg_write 				(.clk(clk), .rst(rst), .Flush(Flush), .Stall(Stall), .d(Reg_Write_Dec), 	.q(Reg_Write_Exe));
	dff_pipe wb_sel 				(.clk(clk), .rst(rst), .Flush(Flush), .Stall(Stall), .d(WB_Sel_Dec), 		.q(WB_Sel_Exe));
	dff_pipe write_reg [2:0] 		(.clk(clk), .rst(rst), .Flush(Flush), .Stall(Stall), .d(Write_Reg_Dec), 	.q(Write_Reg_Exe));
	dff_pipe halt				 	(.clk(clk), .rst(rst), .Flush(Flush), .Stall(Stall), .d(halt_Dec), 			.q(halt_Exe));
endmodule
module dff_pipe(clk, rst, Flush, Stall, d, q);
input clk;
input rst;
input Flush;
input Stall;
input d;
output q;
dff pipe(.q(q), .d(Stall ? q : d), .clk(clk), .rst(Flush | rst));    
endmodule
File: design/flow/run.sh
#!/bin/bash
# OpenROAD 26Q1-2900-gdf79404cd8, Yosys 0.63+post, stock flow scripts
make -C /OpenROAD-flow-scripts/flow DESIGN_CONFIG=/design/flow/config.mk WORK_HOME=/design/flow/orfs finish
File: design/flow/config.mk
export PLATFORM = sky130hd
export DESIGN_NAME = Decode_Execute_Blade
export DESIGN_NICKNAME = Decode_Execute_Blade
export VERILOG_FILES = /design/flow/design.v
export SDC_FILE = /design/flow/constraint.sdc
export NUM_CORES = 4
export LEC_CHECK = 1
export CORE_UTILIZATION = 50
File: design/flow/constraint.sdc
current_design Decode_Execute_Blade

set clk_period 3.2
set clk_io_pct 0.2

create_clock -name clk0 -period $clk_period [get_ports {clk}]

set non_clock_inputs [all_inputs -no_clocks]
set_input_delay [expr $clk_period * $clk_io_pct] -clock clk0 $non_clock_inputs
set_output_delay [expr $clk_period * $clk_io_pct] -clock clk0 [all_outputs]
==> results.toml <==
# yosys + openroad results
[setup_path]
cpMaxStageDelayCell = "clkdlybuf4s50_1"
endpoint_kind = "output pin"
crit_chain = "clkdlybuf4s50_1"
rrSetupSlack_ps = 2560
r2r_start = "reg_2_data[8].pipe.state"
worstSetupPathType = "reg -> out"
critPathLaunchType = "flop"
worstPathArrival_ps = 1170
reg2regPathDepth = 2
required_ps = 2560
path_delay_family = "buffers and inverters"
r2r_end = "reg_2_data[8].pipe.state"
slowest_delay_ps = 490
crit_buf_inv = 1
cp_max_fo = 2

[synthesis]
xor_area_share_pct = 0
yosys_warnings = 1
yosysChipArea_mm2 = 0.00367
synth_seq_share_pct = 47.5
top_logic_kind = "multiplexers"
syn_area_mm2 = 0.00367
synthCells = 359
netlist-cell-type-count = 8
fa_ha_area_share_pct = 0
synth_flops = 87
postSynthAreaPerCell_um2 = 10.2
synthSimpleGateAreaFrac_pct = 9.08
synth_stat.cells = 359
aoi_share_pct = 0
synthMuxAreaShare_pct = 23.7

[clock_network]
clockRootBuffer = "clkbuf_8"
post_cts_buffers = 0
clk_path_buf_depth = 2
cts_tree = "built"
cts.sinks = 87
clock_latency_ps = 330
cts_hold_buf = 0
clk_pin_slew_worst_paths_ps = 80
h-tree-depth = 3
ctsResizeCount = 0
cts_made_buffers = 9

[finish]
syn2layout_area_growth_pct = 40.8
n_fill_cell = 491
layout-drive-gt1-share_pct = 4.38

[sta]
rsz0062_at_grt = "false"
setup_slack_ps = 1390
slew_headroom_pct = 48.8
fin_crit_ps = 1810
fmax_mhz = 552
finalCritPeriodShare_pct = 56.6
maxSlewViolCount = 0
finalSetupTns_ps = 0
hold_violations = 0
worstMarginPinSlew_ps = 768
whs_ps = 498
setup-violations-final = 0
skew_ps = 0

[min_path]
hp-start = "reg_2_data[7].pipe.state"
min_path_type = "reg -> reg"
hold_end = "reg_2_data[7].pipe.state"
min_path_cells = 2

[floorplanning]
core_area_mm2 = 0.00694
die_h_um = 87.6
die_w_um = 87.6
fp_util_pct = 52.8
std_cell_rows = 30
die_area_mm2 = 0.00768
pin_count = 178

[placement]
place_ws_ps = 1160
dpl.hpwl_mm = 5.16
place_congestion = 0.742
io_buffers = 177

[global_routing]
grt.total_usage_pct = 19.0
grt_pass1_vias = 2424
grt_overflow = 0
grt_max_degree = 78
grt_antenna_before_repair = 0
grt_pass1_wl_mm = 11.2

[power]
p_leak_nw = 2.15
ir_worst_vdd_mv = 0.342
pwr_density_cell_mw_per_mm2 = 480
finalPower_w = 0.00248

[run_status]
status = "completed"

[flow_run]
drv_cap = 0
warnings = 26

[drt]
drt_iter0_drc = 84
viasPerCell = 4.55
remaining_drc_errors = 0
vias = 2518
routed_wl_mm = 7.34
antenna_cells = 0
wl_per_cell_um = 13.3
ant_nets = 0
dr.pass1.iters = 4
## cells in the final DEF, fill, tap and decap left out, drive strengths merged
master and instances:
dfxtp 87, nor2 87, clkinvlp 1, clkbuf 9
clkdlybuf4s50 176, bufinv 5, or2 1, buf 4
mux2i 87
## where the power goes
group / internal (W) / total, W / leakage (nW) / switching (W)
Sequential: 0.00112 / 0.00113 / 0.709 / 0.0000167
Clock: 0.000672 / 0.00105 / 0.136 / 0.000374
Combinational: 0.000209 / 0.000300 / 1.31 / 0.0000907
Total: 0.00200 / 0.00248 / 2.15 / 0.000482
## sequential cells by signal, indices dropped and copies added, names as in the netlist, 3 cells and up
signal and flops:
alu_op_code.pipe.state 4, immediate.pipe.state 16, pc2.pipe.state 16, reg_1_data.pipe.state 16, reg_1_src.pipe.state 3, reg_2_data.pipe.state 16, reg_2_src.pipe.state 3, write.pipe.state 3
## tightest hold or removal path: stages, from the launching register on
cell     delay, ps
dfxtp_1        330
mux2i_1         70
nor2_1          70
## per-layer routing
metal	wire, um	global-route usage (%)
met1	3200	26.9
met2	3260	29.5
met3	771	6.58
met4	105	3.43
met5	0	0
## cell usage after synthesis
cell type / n / share of area [%]
dfxtp_1: 87 / 47
mux2i_1: 87 / 24
nor2_1: 87 / 8.9
buf_4: 77 / 16
buf_6: 8 / 2.5
buf_2: 7 / 0.96
clkbuf_1: 5 / 0.51
or2_1: 1 / 0.17
## through the flow
stage	util, %	area (um^2)	std cells
final	74.4	5160	553
after global routing	74.4	5160	553
after CTS	74.4	5160	553
after detailed placement	70.3	4880	538
after global placement	70.3	4880	538
after floorplan	-	3670	359
## worst max-delay path by stage
stage	from	endpoint	slack, ps	cells past startpoint
after CTS	reg_2_data[15].pipe.state	Reg_2_Data_Exe[15]	1360	1
after global routing	immediate[8].pipe.state	Immediate_Exe[8]	1320	1
final	reg_2_data[15].pipe.state	Reg_2_Data_Exe[15]	1390	1
## cells by family after synthesis
kind of cell	count (synthesis)
muxes	87
and+or+nand+nor	88
DFF	87
buffers and inverters	97
## layout make-up
type                            count  area (um^2)  share of cell area [%]
Clock buffer                        9          124                    2.40
Sequential cell                    87         1740                    33.7
Timing Repair Buffer              180         1820                    35.2
Clock inverter                      6          158                    3.05
Tap cell                           96          120                    2.33
Multi-Input combinational cell    175         1200                    23.3
No activity file was given, so power comes from the tool's default toggle rates.
